==> ./design.v <==
module gcd (
			input logic resetb,
			input logic clk,
			input logic [7:0] u,
			input logic [7:0] v,
			input logic ld,  
			output logic done,
			output logic [7:0] res  
);
parameter logic [2:0] EQUAL = 3'b001;
parameter logic [2:0] BOTH_SHIFT = 3'b010;
parameter logic [2:0] U_SHIFT = 3'b011;
parameter logic [2:0] V_SHIFT = 3'b100;
parameter logic [2:0] U_BIGGER = 3'b101;
parameter logic [2:0] V_BIGGER = 3'b110;
logic [7:0] ff_u;
logic [7:0] ff_v;
logic [3:0] counter;
logic u_check_even, v_check_even;
logic [2:0] op;
assign u_check_even = ~ff_u[0];
assign v_check_even = ~ff_v[0]; 
always @(posedge clk or negedge resetb) begin
    if (~resetb)
        counter <= 4'b0;
    else if (ld)
        counter <= 4'b0;        
    else if ((~done) & (op == BOTH_SHIFT))
        counter <= counter + 1'b1;
end 
always_comb
begin
    if (ff_u == ff_v)begin
        op = EQUAL;
        end
    else if (u_check_even & v_check_even) begin
        op = BOTH_SHIFT;
    end
    else if (u_check_even) begin
        op = U_SHIFT;
    end
    else if (v_check_even) begin
        op = V_SHIFT;
    end
    else if (ff_u>ff_v) begin
        op = U_BIGGER;
    end
    else  begin  
        op = V_BIGGER;
    end
end
assign res =  done ? (ff_u << counter) : 8'b0;
always_ff @(posedge clk or negedge resetb) begin
    if (~resetb) begin
        ff_u <= 8'b0;
        ff_v <= 8'b0;
        done <= 1'b0;
    end else if (ld) begin
        ff_u <= u;
        ff_v <= v;
        done <= 1'b0;
        end
        else begin
                case (op)
                    EQUAL:  done <= 1'b1;
                    BOTH_SHIFT: begin
                                    ff_u <= ff_u >> 1;
                                    ff_v <= ff_v >> 1;
                                end
                    U_SHIFT : ff_u <= ff_u >> 1;
                    V_SHIFT : ff_v <= ff_v >> 1;
                    U_BIGGER : ff_u <= ff_u - ff_v;
                    V_BIGGER :ff_v <= ff_v - ff_u;
                    default : ff_v <= ff_v - ff_u;
                endcase
        end
end
endmodule 
==> ./run.sh <==
#!/bin/bash
# OpenROAD 26Q1-2900-gdf79404cd8, Yosys 0.63+post, stock flow scripts
make -C /OpenROAD-flow-scripts/flow DESIGN_CONFIG=/design/flow/config.mk WORK_HOME=/design/flow/orfs finish
==> ./config.mk <==
export PLATFORM = sky130hd
export DESIGN_NAME = gcd
export DESIGN_NICKNAME = gcd
export VERILOG_FILES = /design/flow/design.v
export SDC_FILE = /design/flow/constraint.sdc
export NUM_CORES = 4
export LEC_CHECK = 1
export CORE_AREA = 10 10 111 111
export DIE_AREA = 0 0 121 121
==> ./constraint.sdc <==
current_design gcd

set clk_period 6.3
set clk_io_pct 0.2

create_clock -name clk0 -period $clk_period [get_ports {clk}]

set non_clock_inputs [all_inputs -no_clocks]
set_input_delay [expr $clk_period * $clk_io_pct] -clock clk0 $non_clock_inputs
set_output_delay [expr $clk_period * $clk_io_pct] -clock clk0 [all_outputs]
==> qor.yml <==
global_routing:
  grt_usage: 0.0869
  grt_pass1_vias: 2013
  gr-total-overflow: 0
  grt_max_degree: 33
  antenna_found_initial: 0
  grt_pass1_wl_um: 10500
sta:
  fin_crit_ns: 3.39
  hold_ws_ns: 0.541
  fin_ws_ns: 2.91
  setup_violations: 0
  fin_skew_ns: 0.00816
  slew_headroom: 0.613
  slew_viol_final: 0
  tightest_slew_ns: 0.575
  rsz0062_at_grt: "false"
  hold_viol: 0
  finalClockPeriodUsage: 0.539
  timing.fmax_mhz: 295
  fin_setup_tns_ns: 0
power_and_ir_drop:
  power_mw: 1.49
  leakagePower_nw: 1.06
  power_density_mw_per_mm2: 574
  ir_worst_vdd_mv: 0.162
synth:
  async_flop_share: 1.00
  synth_top_flop_cell: "dfrtp_1"
  xor_share: 0.0565
  syn_area_mm2: 0.00217
  syn_inst: 260
  compound_area_frac: 0.258
  mux_share: 0.0628
  synthAdderAreaFrac: 0.116
  yosysUniqueCellTypes: 57
  ys.flops: 21
  synth_seq_share: 0.242
  edf_count: 0
  simple_gate_area_frac: 0.199
  yosys_warnings: 1
  yosysCellCount: 260
  synth_chip_area_mm2: 0.00217
  synth.avg_cell_area_um2: 8.35
  synthTopLogicFamily: "AND-OR/OR-AND gates"
route:
  drt_wl_total_um: 6120
  wl_met2_um: 2560
  diodes: 0
  dr_wl_met3_um: 442
  highest_layer: "met4"
  firstDrtPassIters: 4
  routedWlPerCell_um: 14.9
  drt_iter0_drc: 91
  met1_length_um: 3100
  drc_errors: 0
  vias: 1979
  vias_per_cell: 4.82
  ant_nets: 0
placed_design:
  place_hpwl_um: 4770
  port_buffers: 27
  place_ws_ns: 3.20
  gp_congestion: 0.927
final_layout:
  n_fill_cell: 1060
  lay_top_count: "nor2_1"
  final_cell_mix: "33 x nor2_1, 27 x clkdlybuf4s50_1, 21 x nand2_1, 21 x dfrtp_1, 17 x ha_1"
  synthToLayoutAreaGrowth_pct: 19.3
  drive_gt1_frac: 0.0576
floorplan:
  fp-row-count: 36
  core_mm2: 0.00986
  die_w_um: 121
  num_io_pins: 28
  die_h_um: 121
  fp_util: 0.220
  dieArea_mm2: 0.0146
setup_path:
  start_kind: "flip-flop"
  end_kind: "output port"
  required_ns: 5.04
  crit_fanout: 17
  critPathKind: "flip-flop to output port"
  r2r_cells: 9
  arrival_ns: 2.13
cts:
  cts_resized: 0
  cts.sinks: 21
  root_buffer: "clkbuf_8"
  cts_buffers: 3
  insertion_delay_ns: 0.27
  h-tree-depth: 1
  cts_tree: "done"
  clk_pin_slew_ns: 0.08
  hold_buffers: 0
  postCtsSetupBuffers: 0
  cts_buffer_depth: 2
job:
  warnings: 33
  cap_violations: 0
min_path:
  holdPathStages: 2
  hold_path_class: "flip-flop to flip-flop"
run_status:
  status: "completed"
-- per-layer routing --
metal  up-vias  GRT usage
met4         0    0.00452
met5         -          0
met3         4     0.0189
li1        978          -
met1       940      0.134
met2        57      0.127
-- Yosys cell counts (all sizes together), types with 4 or more instances --
cell type / instances / area share
xor2: 7 / 0.028
dfrtp: 21 / 0.24
o31ai: 4 / 0.014
or2: 4 / 0.012
nand2: 23 / 0.044
o221ai: 4 / 0.016
a211oi: 4 / 0.016
xnor2: 7 / 0.028
o21ai: 12 / 0.028
nand2b: 4 / 0.012
buf: 7 / 0.022
nor2: 33 / 0.057
inv: 17 / 0.029
nand3: 7 / 0.016
mux2i: 8 / 0.037
a21o: 5 / 0.017
a21oi: 16 / 0.037
o2bb2ai: 5 / 0.020
a22oi: 5 / 0.017
clkbuf: 8 / 0.014
ha: 17 / 0.098
-- final timing paths --
path / endpoint / start / slack (ns)
worst max-delay path: res[7] / counter[0] / 2.91
worst min-delay path: counter[3] / counter[3] / 0.54
worst max register to register: ff_u[0] / ff_u[0] / 3.22
worst min register to register: counter[3] / counter[3] / 0.54
max in group asynchronous: ff_u[6] / resetb / 4.73
min in group asynchronous: ff_v[7] / resetb / 1.33
-- sequential cells by signal, indices dropped and copies added, names as in the netlist --
| signal | cells |
|---|---|
| done | 1 |
| counter | 4 |
| ff_v | 8 |
| ff_u | 8 |
-- metrics by stage --
stage,area [um^2],std cells,util
2_1_floorplan,2170,260,-
3_3_place_gp,2540,407,0.258
3_5_place_dp,2540,407,0.258
4_1_cts,2590,411,0.263
5_1_grt,2590,411,0.263
6_report,2590,411,0.263
-- final cells by class --
class                   instances  area (um^2)  area share
repair buffers                 29          285       0.110
clock buffers                   3         41.3      0.0159
clock inverters                 1         5.00     0.00193
well taps                     133          166      0.0643
inverters                      17         63.8      0.0246
flip-flops and latches         21          526       0.203
multi-input cells             207         1500       0.580
-- kinds of logic after synthesis --
| kind of cell | count (synthesis) |
|---|---|
| flip-flops | 21 |
| XOR/XNOR | 14 |
| adder cells (fa/ha/maj) | 19 |
| AND/OR/NAND/NOR | 87 |
| multiplexers | 11 |
| buffers and inverters | 32 |
| AND-OR/OR-AND | 76 |
-- power by group --
part / internal (mW) / switching [mW]
combinational: 0.464 / 0.621
clock: 0.0442 / 0.0504
sequential: 0.191 / 0.116
-- critical path: stages, from the launching register on --
cell	delay, ns
dfrtp_1	0.70
mux4_2	0.57
mux2i_1	0.14
nor2_1	0.06
clkdlybuf4s50_1	0.41
Power is estimated from default activity; no workload was simulated.
