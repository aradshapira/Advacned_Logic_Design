File: design/flow/run.sh
#!/bin/bash
# OpenROAD 26Q1-2900-gdf79404cd8, Yosys 0.63+post, stock flow scripts
make -C /OpenROAD-flow-scripts/flow DESIGN_CONFIG=/design/flow/config.mk WORK_HOME=/design/flow/orfs finish
File: design/flow/config.mk
export PLATFORM = sky130hd
export DESIGN_NAME = integrator
export DESIGN_NICKNAME = integrator
export VERILOG_FILES = /design/flow/design.v
export SDC_FILE = /design/flow/constraint.sdc
export NUM_CORES = 4
export LEC_CHECK = 1
export CORE_AREA = 10 10 103 103
export DIE_AREA = 0 0 113 113
File: design/flow/constraint.sdc
current_design integrator

set clk_period 6.8
set clk_io_pct 0.2

create_clock -name clk0 -period $clk_period [get_ports {clk}]

set non_clock_inputs [all_inputs -no_clocks]
set_input_delay [expr $clk_period * $clk_io_pct] -clock clk0 $non_clock_inputs
set_output_delay [expr $clk_period * $clk_io_pct] -clock clk0 [all_outputs]
File: design/flow/design.v
module integrator (
		   input logic 	      clk,
		   input logic 	      resetb,
		   input logic [8:0]  in,
		   output logic [8:0] out
		   );
   logic [25:0] 	    integrator;
   logic [25:0] 	    integrator_next;
   assign integrator_next = { {17{in[8]}}, in};
   always_ff @ (posedge clk or negedge resetb)
     if (~resetb)
       integrator <= 26'b0;
     else
       integrator <= integrator + integrator_next;
   assign out = integrator[25:17];
endmodule 
==> run_results.csv <==
group,metric,value,unit
outcome,status,"completed",
grt,grt_pass1_vias,1510,
grt,grt_pass1_wl,7.11,mm
detailed_routing,antenna-diode-count,0,
floorplan,die_w,113,um
setup_path,worst_setup_path_start_kind,"input port",
floorplan,ios,20,
final_layout,drive_above_1_share,4.91,%
setup_path,timing.critical_path.arrival,4190,ps
grt,met1_usage,9.83,%
sta,drv_slew,0,
placement,hpwlAfterDp,3.17,mm
grt,overflow,0,
final_layout,regMostFlops,"integrator",
clocking,cts.sinks,26,
floorplan,fp_util,24.3,%
sta,clock_skew,10.3,ps
flow_run,drv_cap,0,
sta,rsz0062_at_grt,"no",
floorplan,coreArea,8300,um2
grt,antenna_found_initial,0,
setup_path,crit_required,6960,ps
final_layout,comb_area,1250,um2
sta,tightest_slew,792,ps
clocking,numCtsBuffers,3,
clocking,post_cts_buffers,0,
synth,ys.flops,26,
final_layout,nFillCells,883,
placement,place_congestion,0.883,
synth,yosys_cells,214,
final_layout,seq_area,651,um2
final_layout,reg.largest.list,"integrator: 26 flops",
final_layout,largest_reg_flops,26,
final_layout,area_growth,13.9,%
synth,synth_area_per_cell,9.44,um2
setup_path,worstSetupPathType,"input port to flop",
detailed_routing,dr.first_iter.drc_count,45,
min_path,hold_path_class,"flop to flop",
setup_path,crit_fanout,18,
synth,async_flop_share,100,%
grt,met2_usage,9.14,%
placement,placed_area,2260,um2
power,peakVddDrop,0.233,mV
clocking,clk_latency,270,ps
final_layout,final_area,2300,um2
floorplan,die_height,113,um
sta,relSlewSlack,47.0,%
synth,synth.yosys.seq_area_share,32.2,%
clocking,holdBufCountCts,0,
detailed_routing,drc,0,
synth,ys.flop_type,"dfrtp_1",
detailed_routing,drt.antenna.violating_nets,0,
synth,syn_inst,214,
placement,port_buffers,19,
sta,max_freq,248,MHz
detailed_routing,viasPerCell,4.83,
clocking,cts_tree,"done",
clocking,cts.clk_slew.worst_paths,100,ps
detailed_routing,vias,1590,
synth,ys_types,42,
sta,fin_crit_sh,59.3,%
detailed_routing,route.detailed.wl_per_inst,12.3,um
clocking,cts_root_buf,"clkbuf_8",
synth,yosys_warnings,1,
grt,grt_max_degree,27,
floorplan,rows,33,
floorplan,die-area,12800,um2
setup_path,end_kind,"flop",
power,p_leak,1.01,nW
sta,timing.setup.tns,0,ps
power,powerDensity,495,nW/um2
sta,period_minus_slack,4030,ps
sta,setup_viol,0,
synth,synth-edff-count,0,
synth,yosys_area,2020,um2
detailed_routing,routed_wl,4.04,mm
clocking,cts_buffer_depth,2,
grt,grt-busiest-layer,"met1",
grt,track_usage,6.40,%
clocking,cts_max_level,1,
sta,hold_viol_final,0,
clocking,cts-resized-gates,0,
grt,met3_usage,1.71,%
detailed_routing,first_pass_iters,4,
synth,syn_area,2020,um2
flow_run,warnings,25,
-- per-layer routing --
layer / wire length (um) / vias to the layer above
met5: 0 / -
met4: 21 / 0
met3: 228 / 2
met2: 1610 / 30
met1: 2180 / 759
li1: - / 799
-- cells in the final DEF, fill, tap and decap left out, drive strengths merged, types with 2 or more instances in the layout --
master and n:
clkbuf 3, a21oi 22, inv 8, nand2 15, o31ai 3, nand4 3
nor3 2, o21ai 11, o21a 2, and3 3, xor2 9, a21o 12
ha 25, xnor2 14, nor2 9, a311oi 3, nor2b 4, dfrtp 26
clkdlybuf4s50 19, nand3 4, a31oi 5, o21bai 7, a211oi 3
-- worst paths after layout --
path	startpoint	endpoint	slack [ps]	cells after the start
max in group asynchronous	resetb	integrator[12]	5060	2
worst min-delay path	integrator[0]	integrator[0]	490	1
worst max-delay path	in[8]	integrator[19]	2770	9
min in group asynchronous	resetb	integrator[24]	1440	2
worst max register to register	integrator[1]	integrator[25]	4270	8
worst min register to register	integrator[0]	integrator[0]	490	1
-- worst max-delay path, cell delays in order --
cell	delay, ps
clkdlybuf4s50_1	840
ha_1	630
a21oi_1	160
o21ai_0	130
a31oi_1	150
o21ai_1	130
a221oi_1	490
o31ai_1	140
xor2_1	160
-- power by group --
part / internal, mW / switching (mW)
registers: 0.245 / 0.0317
logic: 0.362 / 0.409
clock network: 0.0398 / 0.0502
total: 0.647 / 0.491
-- Yosys cell counts (all sizes together), types with 4 or more instances --
library cell  number  area [um2]
nand2             15        56.3
a21oi             22         110
nor2               9        36.3
a31oi              5        37.5
xor2               9        78.8
nor2b              4        27.5
dfrtp             26         651
ha                25         313
xnor2             14         123
nand3              4        20.0
o21ai             11        58.8
o21bai             7        52.6
inv                8        30.0
buf               10        78.8
a21o              12        90.1
-- metrics by stage --
stage / hold WS [ps] / utilization (%) / total power [mW] / cells / worst slack (ps)
after global placement: 464 / 27.2 / 1.05 / 326 / 2570
final: 486 / 27.7 / 1.14 / 329 / 2770
after detailed placement: 471 / 27.2 / 1.05 / 326 / 2500
after CTS: 494 / 27.7 / 1.15 / 329 / 2770
after floorplan: 456 / - / 0.907 / 214 / 3540
after global routing: 516 / 27.7 / 1.26 / 329 / 2470
-- logic make-up (layout without fill, tap and decap cells) --
logic type      after synthesis  after routing  share of synthesized area (%)
flops                        26             26                           32.2
buf+inv                      21             31                           5.94
simple gates                 44             44                           10.9
xor+xnor                     23             23                           9.97
fa+ha+maj                    26             26                           16.5
compound gates               74             74                           24.5
-- area by class of cell --
type	count	share of cell area, %
Tap cell	105	5.71
Inverter	8	1.31
Timing Repair Buffer	20	8.59
Sequential cell	26	28.3
Multi-Input combinational cell	167	54.3
Clock buffer	3	1.79
No activity file was given, so power comes from the tool's default toggle rates.
