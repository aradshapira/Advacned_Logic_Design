`flow/design.v`:
```
module alu (
    input logic [7:0] a,     		 
    input logic [7:0] b,		 
    input logic [3:0] op,		 
    output logic [7:0] result		 
);
always_comb
    case (op)
        4'b0001: result = a & b;  					 
        4'b0010: result =  a | b; 					 
        4'b0011: result =  a || b; 					 
        4'b1001: result =  (~a)+8'b1;  					 
        4'b1011: result =  a>>1; 					 
        4'b1100: result = a[7] ? ((a>>1)+8'b10000000) : (a>>1)  ; 	 
        4'b1101: result = b[7] ? ((b<<1)+8'b1) : (b<<1) ; 		 
        default: result = 8'b0;  					 
    endcase
endmodule
```
`flow/run.sh`:
```
#!/bin/bash
# OpenROAD 26Q1-2900-gdf79404cd8, Yosys 0.63+post, stock flow scripts
make -C /OpenROAD-flow-scripts/flow DESIGN_CONFIG=/design/flow/config.mk WORK_HOME=/design/flow/orfs finish
```
`flow/config.mk`:
```
export PLATFORM = sky130hd
export DESIGN_NAME = alu
export DESIGN_NICKNAME = alu
export VERILOG_FILES = /design/flow/design.v
export SDC_FILE = /design/flow/constraint.sdc
export NUM_CORES = 4
export LEC_CHECK = 1
export CORE_AREA = 10 10 75 75
export DIE_AREA = 0 0 85 85
```
`flow/constraint.sdc`:
```
current_design alu

set clk_period 5.3
set clk_io_pct 0.2

create_clock -name clk0 -period $clk_period

set non_clock_inputs [all_inputs -no_clocks]
set_input_delay [expr $clk_period * $clk_io_pct] -clock clk0 $non_clock_inputs
set_output_delay [expr $clk_period * $clk_io_pct] -clock clk0 [all_outputs]
```
==> design notes <==
The run finished with clean final reports. The power report shows net switching accounting for 44.3% of the total. Data on the critical path arrives at its endpoint at 3.35 ns.

The run gives 771 as the total number of vias. Per report_power, the clock group accounts for 0% of the total. The number of hold violations in the final report came out at 0.

In the log, the iteration count for the first detailed-route pass is 4. The share of the Yosys chip area taken by registers is 0%. In this run the count of I/O pins placed on the die edge is 28. After filler insertion, the fill cell instance count of the layout stands at 444. The fraction of the mapped netlist area in adder cells was 1.98%; the final count of pins violating max slew was 0.

The tools report the critical path endpoint category as an output pin. Across all checked pins, the minimum headroom to the slew limit is 57.2%. The switching component of the power was reported as 28.3 µW. OpenROAD reports that the post-layout worst path occupies 83.2% of the period. The leakage component of the power was reported as 0.348 nW. Across the VDD grid, the largest voltage drop is 0.0200 mV. The clock period could shrink to 4.41 ns. The area of the core region is 4060 µm², and the count of instances resized after the clock tree is built is 0. For the number of hold buffers added after CTS, the log shows 0.

STA classifies the critical path startpoint as an input port. Of the cells placed in the final design, the portion with a size suffix greater than 1 is 12.5%. After detailed placement, the design holds a cell count of 154. In this run the cell area of the synthesized design comes to 632 µm². Per the OpenROAD floorplan log, the height of the die is 85 µm. The worst slack at placement is 0.900 ns.

Summing the areas of all and, or, nand and nor instances in the mapped netlist gives 42.8% of the synthesized area. Post-CTS setup buffer count: 0. The synthesis run identifies the leading combinational cell family as simple AND/OR/NAND/NOR gates. The post-route report lists met1 wire length as 1110 µm. Summing all non-filler instances in the final layout gives an area of 928 µm².

The flip-flop and latch count is 0, and the AND-OR/OR-AND share of the synthesized area is 36.6%. The run gives 0 for the remaining global-route overflow. The cell-internal power is 35.5 µW, and the share of cell area taken by muxes after synthesis is 1.58%. Detailed routing placed a total of 184 µm of wire on met3.

The run gives 0 as the initial antenna violation count. Looking at the power breakdown, sequential logic takes 0% of the total. Max-cap violations in this run came to 0. Maximum achievable frequency: 227 MHz. Global-route total usage across every layer: 6.13%. The run gives 0 for the clock buffer count. The tools report the synthesis warning total as 1.

The synthesized netlist was found by Yosys to have 81 cells. The total wirelength of the detailed-routed design is 2330 µm, and the remaining design rule violation count is 0. The slew at the pin with the worst max-slew slack works out to 0.640 ns. The highest net fanout along the worst path is 14, and the routability congestion estimate is 0.896.

With the synthesized area divided by synthesized cell count at 7.80 µm², the number of warnings the tools reported is 32. The area added between synthesis and finish is 46.9%, and the synthesized chip area reported by yosys is 632 µm². The buffer_ports step reported a buffer count of 28. Per the log, the first TritonRoute iteration ended with a DRC count of 100.

Top routing layer in use: met3. For the worst setup path, the data required time is 4.24 ns. In the Yosys stats the netlist draws on 41 distinct library cells. For this run, the script counts the antenna cells in the layout as 0. The logs give 745 for the number of global-route vias before repair and 154 for the filler-free cell count of the finished design. The tools report the final critical-path setup slack as 0.891 ns. Wire segments on met2 add up to 1040 µm in the final route.

The type of the setup path with the least slack is input port to output pin. The tools report the combinational fraction of design power as 100.0%. Setup repair after global routing left no endpoint under its margin. The width of the chip came out at 85 µm.

Detailed placement reports a standard cell area of 928 µm². The post-synthesis instance total was 81. Dividing total power by cell area gives a power density of 68.7 nW/µm². For the placed wire-length estimate, the log shows 1910 µm. The tools report the number of placement rows as 23. The logs give 0 ns for the total negative slack and 7230 µm² for the chip area.

The xor/xnor share of the synthesized area was 5.54%; the effective utilization at floorplan was 15.6%. Registers take 0 µm². The worst hold path belongs to the class input port to output pin. The first global-routing pass estimated 3880 µm of wire. Number of setup violations in the final report: 0. In the routed layout, each cell is associated on average with a via count of 5.01. Entering global routing, the biggest net connects 15 pins. The routed design shows a wire length per standard cell of 15.2 µm. The count of nets left with antenna violations once routing finished came out at 0.
cells in the mapped netlist (3+ instances only):
library cell	instances	area share (%)
sky130_fd_sc_hd__nor2_1	3	1.8
sky130_fd_sc_hd__nor4_1	4	4.0
sky130_fd_sc_hd__nand3_1	3	2.4
sky130_fd_sc_hd__o21ai_1	3	2.4
sky130_fd_sc_hd__a21o_1	6	7.1
sky130_fd_sc_hd__a222oi_1	4	6.3
sky130_fd_sc_hd__nor3_1	3	2.4
sky130_fd_sc_hd__inv_1	3	1.8
sky130_fd_sc_hd__xor2_1	4	5.5
sky130_fd_sc_hd__buf_6	3	5.3
sky130_fd_sc_hd__nand2_1	5	3.0
power by group through the flow:
stage | Combinational (mW) | Clock, mW | Sequential, mW
CTS | 0.0646 | 0 | 0
global route | 0.0705 | 0 | 0
finish | 0.0638 | 0 | 0
path summary, 6_finish.rpt:
path / start / end / depth (start not counted)
max: op[1] / result[3] / 7
min: a[1] / result[1] / 4
layout by cell type, fill, tap and decap left out, drive strengths merged, types with 2 or more instances in the layout:
cell type / n
a22oi: 2
xor2: 4
o21ai: 5
a222oi: 4
nand3: 3
nor3: 4
nor4b: 3
nand2: 5
a221oi: 2
nand3b: 2
clkdlybuf4s50: 28
nor2: 3
o2111ai: 2
o211ai: 2
a21o: 7
nand4bb: 2
a21oi: 2
nor4: 4
inv: 5
final cells by class:
type / count / area [µm²] / area share, %
timing repair buffer: 29 / 288 / 31.0
inverter: 5 / 18.8 / 2.02
tap: 50 / 62.6 / 6.74
multi-input combinational: 70 / 559 / 60.2
through the flow:
step                      utilization (%)  total power, mW  hold slack (ns)
after floorplan                         -           0.0292             2.20
after global placement               22.9           0.0643             3.16
after detailed placement             22.9           0.0642             3.15
after CTS                            22.9           0.0646             3.16
after global routing                 22.9           0.0705             3.21
final                                22.9           0.0638             3.13
routing by layer:
layer  vias up  GRT usage (%)
met5         -              0
met4         0          0.150
met3         0           1.35
met2        31           9.40
met1       360           8.95
li1        380              -
cell families (layout without fill, tap and decap cells):
kind of cell / Yosys count / after routing
buffers and inverters: 11 / 34
XOR/XNOR: 4 / 4
multiplexers: 1 / 1
AND-OR/OR-AND: 30 / 30
AND/OR/NAND/NOR: 34 / 34
adder cells (fa/ha/maj): 1 / 1
critical path, cell delays in order:
cell                              delay [ns]
sky130_fd_sc_hd__clkdlybuf4s50_1        0.77
sky130_fd_sc_hd__nor4b_2                0.55
sky130_fd_sc_hd__buf_4                  0.24
sky130_fd_sc_hd__a21o_1                 0.09
sky130_fd_sc_hd__a222oi_1               0.06
sky130_fd_sc_hd__nand3_1                0.12
sky130_fd_sc_hd__clkdlybuf4s50_1        0.47
No activity file was given, so power comes from the tool's default toggle rates.
